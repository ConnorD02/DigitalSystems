## flow/run.sh

```bash
#!/bin/bash
# OpenROAD 26Q1-2900-gdf79404cd8, Yosys 0.63+post, stock flow scripts
make -C /OpenROAD-flow-scripts/flow DESIGN_CONFIG=/design/flow/config.mk WORK_HOME=/design/flow/orfs finish
```

## flow/config.mk

```make
export PLATFORM = sky130hd
export DESIGN_NAME = fsm_moore
export DESIGN_NICKNAME = fsm_moore
export VERILOG_FILES = /design/flow/design.v
export SDC_FILE = /design/flow/constraint.sdc
export NUM_CORES = 4
export LEC_CHECK = 1
export CORE_AREA = 10 10 70 70
export DIE_AREA = 0 0 80 80
```

## flow/constraint.sdc

```tcl
current_design fsm_moore

set clk_period 1.6
set clk_io_pct 0.2

create_clock -name clk0 -period $clk_period [get_ports {clk}]

set non_clock_inputs [all_inputs -no_clocks]
set_input_delay [expr $clk_period * $clk_io_pct] -clock clk0 $non_clock_inputs
set_output_delay [expr $clk_period * $clk_io_pct] -clock clk0 [all_outputs]
```

## flow/design.v

```verilog
module fsm_moore (input logic clk, reset, X, RDY, output logic Q, START);
typedef enum int unsigned { S0, S1, S2, S3, S4, S5 } state_t;
state_t state, next_state;
always_comb begin : next_state_logic
   next_state = state;
   case(state)
   S0:   if (X == '1)
            next_state = S1;
   S1:   next_state = S2;
   S2:   if (RDY == '1)
            next_state = S3;
	S3:	if(X == '0)
				next_state = S4;
	S4:	next_state = S5;
	S5:	if(RDY == '1)
				next_state = S0;
   default:
         next_state = S0;
   endcase
end
always_ff @(posedge clk or negedge reset) begin
   if (reset == '0)
      state <= S0;
   else
      state <= next_state;
end
always_comb begin : output_logic
   case(state)
   S0:   {Q,START} = {'0,'0};
   S1:   {Q,START} = {'1,'1};
   S2:   {Q,START} = {'0,'0};
	S3: 	{Q,START} = {'0,'0};
	S4:	{Q,START} = {'0,'1};
	S5: 	{Q,START} = {'0,'0};
   default: {Q,START} = {'0,'0};
   endcase
end
endmodule
```

==> out/qor.yml <==
fp-utilization_pct: 6.30
synth.cellmix.compoundShare_pct: 14.0
worstPathMaxFanout: 2
grt_setup_unrepaired: "false"
critical_path.max_stage_delay_ps: 400
worst_setup_hold_path_clk_slew_ps: 50
power_frac_seq_pct: 48.5
p_clk_share_pct: 40.1
fp.dieW_um: 80
grtUsageTotal_pct: 1.70
grt_overflow_total: 0
combinational_share_of_power_pct: 11.4
cp_data_arrival_time_ps: 1230
run_status: "completed"
drtPass1Iterations: 2
cp.required_ps: 1280
critPathCaptureType: "output pin"
timing.final.crit_share_pct: 97.1
finalWirelength_um: 448
power.leakage_nw: 0.162
synthDistinctLibCells: 11
area_of_the_chip_um2: 6400
post-dp-hpwl_um: 357
drive_above_1_share_pct: 23.1
openroad.warnings: 25
tritoncts: "yes"
synth.yosys.warnings: 1
cellInternalPower_w: 0.000295
cap_viol_max_count: 0
postRouteAntennaNets: 0
synth.cellmix.adderShare_pct: 0
timing.final.hold_violations: 0
cts_inserted_buffers: 3
post_synth_instance_area_um2: 215
synthCells: 17
timing.clock.skew_ps: 9.50
hold_path.class: "in2async"
worst_path_dominant_cell_family: "buffers and inverters"
pin_count_of_the_biggest_net_entering_global_routing: 7
wire_per_inst_um: 6.14
buffer_ports.inserted: 5
timing.final.setup_violations: 0
startpoint_type: "register"
first_iter_violations: 9
final_core_util_pct: 10.4
p_per_area_nw_per_um2: 1040
count_of_h_tree_levels_built_during_cts: 1
clock_latency_ps: 250
report.final.slew_viol_count: 0
simple_gate_share_pct: 10.5
period_needed_ps: 1550
synthesis.area_per_instance_um2: 12.7
placement_rows: 21
io_pins: 6
area_growth_pct: 65.1
power.net_switching_w: 0.0000763
routabilityCongestion: 0.703
largest_register_ffs: 6
clock_tree_sinks: 6
timing_worst_slew_pin_value_ps: 272
grt_first_pass_wirelength_um: 731
sw_frac_of_total_pct: 20.5
placeableCoreArea_um2: 3420
numSynthFlops: 6
ys_cells: 17
cp_cell_sequence: "or2_1, clkdlybuf4s50_1"
finalWorstSetupSlack_ps: 47.1
ir_worst_vdd_mv: 0.178
number_of_antenna_violations_at_the_first_check_in_global_routing: 1
synthMuxAreaShare_pct: 0
ys_chip_area_um2: 215
top_regs: "state: 6 flops"
critical_path_buf_inv_count: 1
synth.yosys.seq_area_share_pct: 70.3
place_worst_setup_slack_ps: 262
remaining_drc_errors: 0
cts_max_path_buffers: 2
achievable_freq_ghz: 0.644
die.size.y_um: 80
fin_setup_tns_ps: 0
path_class: "reg2out"
viasPerCell: 1.99
number_of_vias_after_detailed_routing: 145
top_register: "state"
max-slew-margin-rel_pct: 81.8
fin_total_pwr_w: 0.000371
topCombFamilyByArea: "AND-OR/OR-AND gates"
lay_top_cells: "sky130_fd_sc_hd__clkdlybuf4s50_1 (5), sky130_fd_sc_hd__dfrtp_1 (5), sky130_fd_sc_hd__clkbuf_4 (3), sky130_fd_sc_hd__inv_1 (2), sky130_fd_sc_hd__a21o_1 (2)"
grt_pass1_vias: 162
synth.cellmix.xorXnorShare_pct: 0
crit_slowest_cell: "sky130_fd_sc_hd__clkdlybuf4s50_1"
clk_root_buffer_cell: "sky130_fd_sc_hd__clkbuf_4"
area by class of cell:
| class | instances | area, um^2 |
|---|---|---|
| fill | 400 | 3060 |
| sequential | 6 | 151 |
| antenna | 1 | 2.50 |
| multi-input combinational | 8 | 52.6 |
| clock buffer | 4 | 26.3 |
| tap | 46 | 57.6 |
| timing repair buffer | 6 | 57.6 |
| inverter | 2 | 7.51 |
stage by stage:
step | area [um^2] | std cells | hold slack [ps]
4_1_cts | 345 | 71 | 310
6_report | 355 | 73 | 311
2_1_floorplan | 215 | 17 | 24.4
3_3_place_gp | 319 | 67 | 424
3_5_place_dp | 319 | 67 | 435
5_1_grt | 355 | 73 | 322
synthesized netlist by cell type:
master | n | area share [%]
sky130_fd_sc_hd__and2_1 | 1 | 2.9
sky130_fd_sc_hd__a21o_1 | 2 | 7.0
sky130_fd_sc_hd__nor2b_1 | 1 | 2.9
sky130_fd_sc_hd__or2_1 | 1 | 2.9
sky130_fd_sc_hd__clkbuf_1 | 1 | 1.7
sky130_fd_sc_hd__dfstp_2 | 1 | 12
sky130_fd_sc_hd__dfrtp_1 | 5 | 58
sky130_fd_sc_hd__a22o_2 | 1 | 4.7
sky130_fd_sc_hd__inv_1 | 2 | 3.5
sky130_fd_sc_hd__nand2_1 | 1 | 1.7
sky130_fd_sc_hd__o21ai_0 | 1 | 2.3
worst reg2reg max path, stage by stage, from the launching register on:
cell and delay [ps]:
sky130_fd_sc_hd__dfstp_2 520, sky130_fd_sc_hd__inv_1 30, sky130_fd_sc_hd__o21ai_0 140
repair_timing:
| action | in CTS | in global routing |
|---|---|---|
| setup endpoints to repair | 0 | 1 |
| buffers inserted | 0 | 1 |
| hold buffers | 0 | 0 |
| resized | 0 | 0 |
power groups by stage:
| stage | clock [W] | combinational (W) | sequential (W) |
|---|---|---|---|
| final | 0.000149 | 0.0000422 | 0.000180 |
| after global routing | 0.000173 | 0.0000470 | 0.000182 |
| after CTS | 0.000155 | 0.0000400 | 0.000180 |
per-layer routing:
| metal | vias up | wire length (um) | global-route usage, % |
|---|---|---|---|
| li1 | 73 | - | - |
| met1 | 63 | 183 | 1.61 |
| met2 | 9 | 126 | 1.77 |
| met3 | 0 | 138 | 3.07 |
| met4 | 0 | 0 | 0 |
| met5 | - | 0 | 0 |
path summary, 6_finish.rpt:
path / cells after the start / endpoint / slack, ps / startpoint
max: 2 / START / 50 / state[1]
min: 1 / state[2] / 310 / reset
max reg2reg: 2 / state[0] / 830 / state[0]
min reg2reg: 1 / state[4] / 440 / state[1]
max in group asynchronous: 1 / state[0] / 1010 / reset
min in group clk0: 1 / state[4] / 440 / state[1]
kinds of logic after synthesis:
logic type,after synthesis
DFF,6
and+or+nand+nor,4
AOI/OAI and AO/OA,4
buffers and inverters,3
No activity file was given, so power comes from the tool's default toggle rates.
